$ cat flow/constraint.sdc
current_design montgomery

set clk_period 2.4
set clk_io_pct 0.2

create_clock -name clk0 -period $clk_period

set non_clock_inputs [all_inputs -no_clocks]
set_input_delay [expr $clk_period * $clk_io_pct] -clock clk0 $non_clock_inputs
set_output_delay [expr $clk_period * $clk_io_pct] -clock clk0 [all_outputs]
$ cat flow/config.mk
export PLATFORM = sky130hd
export DESIGN_NAME = montgomery
export DESIGN_NICKNAME = montgomery
export VERILOG_FILES = /design/flow/design.v
export SDC_FILE = /design/flow/constraint.sdc
export NUM_CORES = 4
export LEC_CHECK = 1
export CORE_AREA = 10 10 70 70
export DIE_AREA = 0 0 80 80
$ cat flow/design.v
module montgomery (A, B, Z);
    input  [4:0] A, B;
    output [4:0] Z;
    wire [10:0] mult0_o;
    wire [5:0]  mult1_o;
    wire [5:0]  q1;
    wire [4:0]  g1, g2;
    assign q1 = mult0_o[10:5];
    assign g1 = mult0_o[4:0];
    assign Z  = g1 ^ g2;
    mult_5bit_mod2 mult0
    (
    .A(A),
    .B(B),
    .Z(mult0_o)
    );
    mult_6bit_mod2_q2 mult1
    (
    .B(q1),
    .Z(mult1_o)
    );
    mult_6bit_mod2_g2 mult2
    (
    .B(mult1_o),
    .Z(g2)
    );
endmodule
module mult_5bit_mod2(A, B, Z);
    input  [4:0] A, B;
    output [10:0] Z;
    assign Z[10] = 0;
    assign Z[9]  = 0;
    assign Z[8]  = (A[4] & B[4]);
    assign Z[7]  = (A[4] & B[3]) ^ (A[3] & B[4]);
    assign Z[6]  = (A[4] & B[2]) ^ (A[3] & B[3]) ^ (A[2] & B[4]);
    assign Z[5]  = (A[4] & B[1]) ^ (A[3] & B[2]) ^ (A[2] & B[3]) ^ (A[1] & B[4]);
    assign Z[4]  = (A[4] & B[0]) ^ (A[3] & B[1]) ^ (A[2] & B[2]) ^ (A[1] & B[2]) ^ (A[0] & B[4]);
    assign Z[3]  = (A[3] & B[0]) ^ (A[2] & B[1]) ^ (A[1] & B[2]) ^ (A[0] & B[3]);
    assign Z[2]  = (A[2] & B[0]) ^ (A[1] & B[1]) ^ (A[0] & B[2]);
    assign Z[1]  = (A[1] & B[0]) ^ (A[0] & B[1]);
    assign Z[0]  = (A[0] & B[0]);
endmodule
module mult_6bit_mod2_q2(B, Z);
    input  [5:0] B;
    output [5:0] Z;
    assign Z[5] = (1 & B[5]);
    assign Z[4] = (1 & B[4]) ^ (0 & B[5]);
    assign Z[3] = (1 & B[3]) ^ (0 & B[4]) ^ (0 & B[5]);
    assign Z[2] = (1 & B[2]) ^ (0 & B[3]) ^ (0 & B[4]) ^ (1 & B[5]);
    assign Z[1] = (1 & B[1]) ^ (0 & B[2]) ^ (0 & B[3]) ^ (1 & B[4]) ^ (0 & B[5]);
    assign Z[0] = (1 & B[0]) ^ (0 & B[1]) ^ (0 & B[2]) ^ (1 & B[3]) ^ (0 & B[4]) ^ (1 & B[5]);
endmodule
module mult_6bit_mod2_g2(B, Z);
    input  [5:0] B;
    output [4:0] Z;
    assign Z[0] = (1 & B[0]);
    assign Z[1] = (0 & B[0]) ^ (1 & B[1]);
    assign Z[2] = (1 & B[0]) ^ (0 & B[1]) ^ (1 & B[2]);
    assign Z[3] = (0 & B[0]) ^ (1 & B[1]) ^ (0 & B[2]) ^ (1 & B[3]);
    assign Z[4] = (0 & B[0]) ^ (0 & B[1]) ^ (1 & B[2]) ^ (0 & B[3]) ^ (1 & B[4]);
endmodule
$ cat flow/run.sh
#!/bin/bash
# OpenROAD 26Q1-2900-gdf79404cd8, Yosys 0.63+post, stock flow scripts
make -C /OpenROAD-flow-scripts/flow DESIGN_CONFIG=/design/flow/config.mk WORK_HOME=/design/flow/orfs finish
==> out/summary.txt <==
outcome - finished, final reports clean
Final GP Congestion - 0.8727
first-pass GRT wire length - 1.807 mm
Leak - 0.3188 nW
relative slew slack - 84.78%
final hold violations - 0
CLK BUF - 0
DR WL/cell - 8.858 µm
CP Launch Type - input port
WHS - 1.617 ns
GR peak layer - met2
synth warn - 0
worst ir drop on vdd - 0.03826 mV
Hold Path Sink - Z[0]
Final Cycle Share - 96.24%
Cell Area, Synth - 325.3 µm²
Critical Path End Type - primary output
Final HPWL DP - 805.3 µm
Synth area leader - xnor2_1
placed cell areas - 600.6 µm²
hold path cells - 5
Sum Neg Setup Slack - 0 ns
final antenna-violating net count - 0
crit path DAT - 1.83 ns
num rows - 21
Via density - 3.158
maximum fanout along the worst path - 3
CP Class - input port to primary output
GR Util met2 - 5.136%
pin count of the biggest net entering global routing - 6
Top-area cell share - 26.92%
drt total wl - 1.063 mm
DRT iter0 DRCs - 24
synthesis-to-layout area growth - 103.1%
tool warnings - 32
Chip Area, Yosys - 325.3 µm²
flop count - 0
fin crit period - 2.310 ns
FMAX - 432.9 MHz
hold path startpoint - A[0]
yosys cell count - 45
GR Layer Usage met1 - 4.927%
number of I/O port buffers - 15
syn avg cell area - 7.229 µm²
max_cap viols - 0
Core Box Area - 3416 µm²
Syn Inst Count - 45
layout cells sized above 1 - 37.84%
final tally of max-slew violations - 0
Initial Util - 9.524%
Power Dens Cells - 285.1 nW/µm²
main area contributors - xnor2_1 27%, nand2_1 27%, xnor3_1 21%
hold buffers post-CTS - 0
vias in the first global route - 401
Crit path required time - 1.92 ns
Setup Viol. Count Final - 0
die height - 80 µm
Final WS setup - 0.09016 ns
worst slack at placement - -0.4271 ns
via count - 379
IO Count - 15
Filler cells - 381
Worst Hold Class - input port to primary output
register area - 0 µm²
All-Layer GR Usage - 3.313%
# DRC - 0
RSZ-0062 raised after global routing - false
die width - 80 µm
total grt overflow - 0
initial antenna violation count - 0
Die ar. - 6400 µm²
unique cell type count in the Yosys netlist - 6
# diodes - 0
drt first pass iters - 4
Worst Tran Pin Value - 0.2276 ns
fin area - 660.6 µm²
M3 GR Usage - 0.5682%
Seq share, synth - 0%
-- power breakdown --
group	switching [mW]	internal, mW
combinational	0.0657	0.123
clock	0	0
sequential	0	0
total	0.0657	0.123
-- per-layer routing --
layer	share of wire [%]	wire (µm)	vias to the layer above
met5	0	0	-
met4	0	0	0
met3	6.4	68	0
met2	41	433	11
met1	53	561	175
li1	-	-	193
-- Yosys cell counts --
cell type	count
nand2_1	23
xnor2_1	10
xor2_1	7
xnor3_1	3
nand2_2	1
xor2_2	1
-- worst max-delay path by stage --
stage,from,to,slack (ns),cells after the start
global route,A[2],Z[0],0.001,7
finish,A[2],Z[2],0.09,7
CTS,A[3],Z[3],0.002,7
-- cell type report --
| class | instances | area (µm²) | share of cell area [%] |
|---|---|---|---|
| timing repair buffer | 29 | 240.2 | 36.36 |
| multi-input combinational | 45 | 362.8 | 54.92 |
| tap | 46 | 57.56 | 8.712 |
-- what timing repair did --
action | 4_1_cts | 5_1_grt
pin swaps | 11 | 12
endpoints found under the hold margin | 0 | 0
resized | 21 | 16
setup buffers | 5 | 1
endpoints found under the setup margin | 5 | 4
-- layout by cell type, fill, tap and decap left out, drive strengths merged --
cell type / netlist / final
buf: 0 / 15
clkbuf: 0 / 3
clkdlybuf4s15: 0 / 2
dlygate4sd2: 0 / 8
dlymetal6s2s: 0 / 1
nand2: 24 / 24
xnor2: 10 / 10
xnor3: 3 / 3
xor2: 8 / 8
-- stage by stage --
stage               util (%)  instances  power, mW
finish                 19.34        120     0.1884
global route           19.34        120     0.2098
CTS                    18.83        120     0.1841
detailed placement     17.58        115     0.1852
global placement       17.58        115     0.1858
floorplan                  -         45    0.07713
-- critical path, cell delays in order --
cell and delay, ns:
clkdlybuf4s15_1 0.23, buf_4 0.17, nand2_1 0.09, xor2_2 0.16
xnor3_1 0.33, xnor2_1 0.13, dlygate4sd2_1 0.24
-- logic make-up (layout without fill, tap and decap cells) --
group | count (synthesis) | in the layout | share of synthesized area, %
xor gates and xnor gates | 21 | 21 | 71.54
buffers and inverters | 0 | 29 | 0
and+or+nand+nor | 24 | 24 | 28.46
Power figures rest on the tool's default switching activity, not on a simulated workload.
