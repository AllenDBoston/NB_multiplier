File: ./constraint.sdc
current_design nb_mult

set clk_period 2.0
set clk_io_pct 0.2

create_clock -name clk0 -period $clk_period [get_ports {clk}]

set non_clock_inputs [all_inputs -no_clocks]
set_input_delay [expr $clk_period * $clk_io_pct] -clock clk0 $non_clock_inputs
set_output_delay [expr $clk_period * $clk_io_pct] -clock clk0 [all_outputs]
File: ./config.mk
export PLATFORM = sky130hd
export DESIGN_NAME = nb_mult
export DESIGN_NICKNAME = nb_mult
export VERILOG_FILES = /design/flow/design.v
export SDC_FILE = /design/flow/constraint.sdc
export NUM_CORES = 4
export LEC_CHECK = 1
export CORE_AREA = 10 10 104 104
export DIE_AREA = 0 0 114 114
File: ./run.sh
#!/bin/bash
# OpenROAD 26Q1-2900-gdf79404cd8, Yosys 0.63+post, stock flow scripts
make -C /OpenROAD-flow-scripts/flow DESIGN_CONFIG=/design/flow/config.mk WORK_HOME=/design/flow/orfs finish
File: ./design.v
module nb_mult (clk, en, A, B, Z);
    input  clk, en;
    input  [4:0] A, B;
    output [4:0] Z;
    reg [4:0] a, b, z;
    reg [2:0] state, next_state;
    assign Z = z;
    wire a0, a1, a4, b0, b1, b4, r0, r3, r4, R2, R3, R4;
    assign a0 = a[0];
    assign a1 = a[1];
    assign a4 = a[4];
    assign b0 = b[0];
    assign b1 = b[1];
    assign b4 = b[4];
    assign R2 = z[2];
    assign R3 = z[3];
    assign R4 = z[4];
    nb_comb nb
    (
    .a0(a0),
    .a1(a1),
    .a4(a4),
    .b0(b0),
    .b1(b1),
    .b4(b4),
    .R2(R2),
    .R3(R3),
    .R4(R4),
    .r0(r0),
    .r3(r3),
    .r4(r4)
    );
always @ (posedge clk)
begin 
    if(~en)
        state <= 0;
    else
        state <= next_state;
end
always @ (state)
begin 
    case(state)
        0: next_state = 1;
        1: next_state = 2;
        2: next_state = 3;
        3: next_state = 4;
        4: next_state = 5;
        5: next_state = 0;
    endcase
end
always @ (posedge clk)
begin 
    case(state)
        0:  
            begin 
                a <= A;
                b <= B;
            end
        1:
            begin 
                a <= {a[3:0], a[4]};
                b <= {b[3:0], b[4]};
            end
        2:
            begin 
                a <= {a[3:0], a[4]};
                b <= {b[3:0], b[4]};
            end
        3:
            begin 
                a <= {a[3:0], a[4]};
                b <= {b[3:0], b[4]};
            end
        4:
            begin 
                a <= {a[3:0], a[4]};
                b <= {b[3:0], b[4]};
            end
        5:
            begin 
                a <= {a[3:0], a[4]};
                b <= {b[3:0], b[4]};
            end
    endcase
end
always @ (negedge clk)
begin 
    case(state)
        0: z <= 0;
        1: z <= {r4, r3, z[1:0], r0};
        2: z <= {r4, r3, z[1:0], r0};
        3: z <= {r4, r3, z[1:0], r0};
        4: z <= {r4, r3, z[1:0], r0};
        5: z <= {r4, r3, z[1:0], r0};
    endcase
end
endmodule
module nb_comb (a0, a1, a4, b0, b1, b4, R2, R3, R4, r0, r3, r4);
    input  a0, a1, a4, b0, b1, b4, R2, R3, R4;
    output r0, r3, r4;
    wire c1, c2, c3, c4;
    wire d0, d1, d2;
    wire e0, e3, e4;
    assign c1 = a0 ^ a4;
    assign c2 = b0 ^ b4;
    assign c3 = a1 ^ a4;
    assign c4 = b1 ^ b4;
    assign d0 = a4 & b4;
    assign d1 = c1 & c2;
    assign d2 = c3 & c4;
    assign e0 = d0 ^ d1;
    assign e3 = d1 ^ d2;
    assign e4 = d2;
    assign r0 = e0 ^ R4;
    assign r3 = e3 ^ R2;
    assign r4 = e4 ^ R3;
endmodule
==> flow_summary.toml <==
# implementation run metrics
[synth]
ys.flops = 21
synthCells = 79
ys_cells = 79
ys_warn_count = 1
syn_area_per_cell_um2 = 13.6
area_leaders = "edfxtp_1 (42%), mux2_4 (9.8%), xnor2_1 (5.7%)"
ys_chip_area_mm2 = 0.00107
async_flop_share = 0
largest_area_cell = "edfxtp_1"
synth-edff-count = 15
synth-main-ff-cell = "edfxtp_1"
syn-cell-area_mm2 = 0.00107
top_cell_area_share = 0.420
synth_cell_types = 30

[timing]
drv_slew = 0
rsz0062_at_grt = "true"
unclocked_regs = 3
hold_violations = 0
unconstrained_endpoints = 3
worst_slack_ps = -375
worst_pin_slew_ps = 340
setup_viol = 10
skew_ps = 68.5
setup_tns_ps = -2140
relSlewSlack = 0.774

[detailed_routing]
dr.pass1.iters = 4
vias = 678
drtAntennaViolNets = 0
num_antenna_cells = 0
drt_iter0_drc = 22
via_per_inst = 3.04
finalWirelength_mm = 2.08
wire_per_inst_um = 9.32
drc = 0

[worst_setup_path]
slowest_delay_ps = 480
r2r_start = "a[0]$_DFFE_PP_"
crit_family = "flip-flops"
critPathBufInv = 0
arrival_ps = 1430
reg2reg_setup_slack_ps = -370
worstPathCellList = "mux2_4 -> a221oi_4 -> mux2i_1"
endpoint_kind = "register"
cp-endpoint = "z[0]$_SDFFCE_NN0P_"
cp-startpoint = "a[0]$_DFFE_PP_"
critPathLaunchType = "register"
cp_max_fo = 5
r2r.worst_path.cells = 3
cp.depth = 3
timing.rr.end = "z[0]$_SDFFCE_NN0P_"
critPathKind = "reg2reg"
crit_slowest_cell = "edfxtp_1"
worstPathRequired_ps = 1060

[clocking]
hold_buffers = 0
htreeDepth = 1
clkSlewWorstSetupHoldPaths_ps = 70
cts_buffers = 3
root_buffer = "clkbuf_8"
clock_latency_ps = 320
clock_path_buffers = 2
cts_tree = "yes"

[global_routing]
grt_remaining_overflow = 0
grt_pass1_wl_mm = 3.44
first_global_vias = 715
grt_max_degree = 11
antenna_found_initial = 0
use_met2 = 0.0467
use_met1 = 0.0453
gr-max-usage-layer = "met2"
use_met3 = 0.0101
gr-usage-all-layers = 0.0320

[place]
place_hpwl_mm = 1.66
pre_cts_ws_ps = -411
port_buffers = 16
gp_congestion = 0.760
dp_cells = 211

[layout]
lay_top_cells = "buf_4 (19), edfxtp_1 (15), clkdlybuf4s50_1 (11)"
stdcell_count = 223
lay_top_count = "buf_4"
drive_above_1_share = 0.417
area_growth_syn_to_layout_pct = 45.9

[floorplan]
fp_util = 0.124
core_mm2 = 0.00868
dieWidth_um = 114
dieArea_mm2 = 0.0130
num_rows = 34
ioPinCount = 17
die_h_um = 114

[flow_run]
tool_warnings = 34
max_cap_viol_count = 0

[status]
status = "complete, but fails checks"
violations = "negative setup slack"

[power_and_ir_drop]
total_power_mw = 1.05
power_leakage_nw = 0.624
ir_drop_uv = 212
cellPowerDensity_mw_per_mm2 = 669

[min_path]
hp-class = "reg2reg"
-- worst register-to-register path, delay by kind of cell, from the launching register on --
family          cells  cell delay [ps]
compound gates      1              260
mux                 2              450
flops               1              480
-- Yosys cell counts, drive strengths merged, types with 3 or more instances --
master	number
and2	3
o21ai	3
dfxtp	3
nor2b	3
xnor2	7
mux2	11
o21bai	3
dlxtn	3
buf	6
edfxtp	15
-- cells by family after synthesis --
group / share of synthesized area
flip-flops: 0.476
AND/OR/NAND/NOR: 0.103
multiplexers: 0.159
AND-OR/OR-AND: 0.0817
buffers and inverters: 0.0583
XOR/XNOR: 0.0572
latches: 0.0420
adder cells (fa/ha/maj): 0.0233
-- flip-flops by register name (all words and copies together), names as in the netlist --
register / count
a: 5
b: 5
next_state: 3
state: 3
z: 5
-- per-layer routing --
| metal | vias up | routed length (µm) |
|---|---|---|
| met1 | 309 | 1030 |
| li1 | 357 | - |
| met3 | 2 | 125 |
| met5 | - | 0 |
| met2 | 10 | 881 |
| met4 | 0 | 40 |
-- layout make-up --
| cell class | count | area (µm²) |
|---|---|---|
| fillers | 965 | 7110 |
| flip-flops and latches | 21 | 563 |
| multi-input cells | 49 | 490 |
| repair buffers | 35 | 278 |
| well taps | 108 | 135 |
| clock inverters | 6 | 48.8 |
| clock buffers | 3 | 41.3 |
| inverters | 1 | 7.51 |
-- metrics by stage --
stage	cell area (µm²)	utilization	hold WS [ps]
2_1_floorplan	1120	-	509
3_3_place_gp	1460	0.168	534
3_5_place_dp	1460	0.168	535
4_1_cts	1530	0.177	555
5_1_grt	1560	0.180	566
6_report	1560	0.180	549
-- timing repair --
| item | CTS | global route |
|---|---|---|
| gates resized | 18 | 2 |
| setup buffers | 2 | 2 |
| setup endpoints to repair | 10 | 10 |
| pin swaps | 1 | 1 |
-- worst min-delay path by stage --
stage,from,endpoint,slack (ps),depth (start not counted)
final,a[3]$_DFFE_PP_,a[4]$_DFFE_PP_,550,1
after global routing,a[3]$_DFFE_PP_,a[4]$_DFFE_PP_,570,1
after CTS,a[3]$_DFFE_PP_,a[4]$_DFFE_PP_,560,1
-- power by group --
part / leakage, nW / total [mW] / switching, mW / internal, mW
Combinational: 0.346 / 0.167 / 0.0513 / 0.116
Sequential: 0.216 / 0.457 / 0.0215 / 0.435
Clock: 0.0623 / 0.422 / 0.142 / 0.280
Power is estimated from default activity; no workload was simulated.
